`./design.v`:
```
module ov_7670_capture(
        input pclk,
        input vsync,
        input href,
        input [7:0] data,
        output [18:0] addr,
        output [23:0] data_out,
        output write_en
    );
    reg [15:0] data_reg;
    reg [18:0] address;
    reg [1:0] line;
    reg [6:0] href_last;
    reg write_en_reg;
    reg href_hold;
    reg latched_vsync;
    reg latched_href;
    reg [7:0] latched_d;
    assign addr     = address;
    assign write_en = write_en_reg;
    assign data_out = {data_reg[15:12], data_reg[15:12], data_reg[10:7], data_reg[10:7], data_reg[4:1], data_reg[4:1]};
    always @ (posedge pclk) begin
        href_hold <= latched_href;
        write_en_reg <= 1'b0;
        if (write_en_reg == 1'b1)
            address <= address + 1'b1;
        if (href_hold == 1'b0 && latched_href == 1'b1) begin
            case (line)
                2'b00:   line <= 2'b01;
                2'b01:   line <= 2'b10;
                2'b10:   line <= 2'b11;
                default: line <= 2'b00;
            endcase
        end
        if (latched_href == 1'b1) begin
            data_reg <= {data_reg[7:0], latched_d};
        end
        if (latched_vsync == 1'b1) begin
            address      <= 19'd0;
            href_last    <= 7'd0;
            line         <= 2'd0;
        end
        else begin
            if (href_last[0] == 1'b1) begin
                write_en_reg <= 1'b1;
                href_last <= 7'd0;
            end
            else begin
                href_last <= {href_last[5:0], latched_href};
            end
        end
    end
    always @ (negedge pclk) begin
        latched_d     <= data;
        latched_href  <= href;
        latched_vsync <= vsync;
    end
endmodule
```
`./constraint.sdc`:
```
current_design ov_7670_capture

set clk_period 3.5
set clk_io_pct 0.2

create_clock -name clk0 -period $clk_period [get_ports {pclk}]

set non_clock_inputs [all_inputs -no_clocks]
set_input_delay [expr $clk_period * $clk_io_pct] -clock clk0 $non_clock_inputs
set_output_delay [expr $clk_period * $clk_io_pct] -clock clk0 [all_outputs]
```
`./config.mk`:
```
export PLATFORM = sky130hd
export DESIGN_NAME = ov_7670_capture
export DESIGN_NICKNAME = ov_7670_capture
export VERILOG_FILES = /design/flow/design.v
export SDC_FILE = /design/flow/constraint.sdc
export NUM_CORES = 4
export LEC_CHECK = 1
export CORE_AREA = 10 10 104 104
export DIE_AREA = 0 0 114 114
```
`./run.sh`:
```
#!/bin/bash
# OpenROAD 26Q1-2900-gdf79404cd8, Yosys 0.63+post, stock flow scripts
make -C /OpenROAD-flow-scripts/flow DESIGN_CONFIG=/design/flow/config.mk WORK_HOME=/design/flow/orfs finish
```
==> run summary <==
The following summarizes the physical implementation.

Outcome
The flow ran to the end, and the final reports show no timing, DRC or antenna violations.

Synthesis
The number of synthesized register bits is 46. After synthesis, the chip area reported by Yosys is 0.00176 mm2. The yosys stat cell total is 157. The fraction of post-synthesis cell area in the top cell type by area is 35.2%. After synthesis, the share of flip-flops with an asynchronous set or reset is 0%. The commonest register cell is dfxtp_1. Per Yosys stat, the portion of area used by sequential elements is 60.8%. The count of mapped cells out of synthesis is 157. The total of warnings raised by yosys is 1. The number of enable-type register cells in the synthesized netlist is 15.

In this run the mean area of a mapped cell was 11.2 um2. The synthesized cell area is 0.00176 mm2. Of all cell types, the one taking the most synthesized area is dfxtp_1. The number of distinct library cells after synthesis is 29. The main area contributors are dfxtp_1, edfxtp_1, buf_4, nor2_1, xnor2_1.

Critical path
The kind of cell with the highest combined delay on the critical path is flip-flops. Logic depth along the worst register-to-register path is recorded as 3. The required time of the critical path is 3700 ps. The category of the worst setup path launch point is a register. The endpoint of the worst-slack reg-to-reg timing path is address[15].

The slowest stage of the critical path is the dfxtp_1 cell. The maximum fanout encountered on the critical timing path is 17. For reference, the critical path cell chain is buf_4, nor2_1, a31o_2.

Data on the critical path arrives at its endpoint at 3140 ps. The critical setup path kind is register to register. Per the post-run analysis, buffers plus inverters along the critical path come to 1. STA classifies the critical path endpoint as a register.

The internal reg-to-reg setup slack is 570 ps. In this run the critical register-to-register path is launched from latched_vsync. For this run, the slowest stage of the critical path takes 450 ps.

Pwr
Across the VDD grid, the largest voltage drop is 0.276 mV. Summed over all cells, the static leakage comes to 0.848 nW. The power density over the cells is 466 mW/mm2.

Clock network
The post-cts repair resize count is 0. The clock tree from TritonCTS is done. At the later pin of the worst-skew pair, clock insertion delay measures 350 ps. The H-tree was split into 2 levels.

Looking at the clock tree report, the maximum root-to-sink buffer count equals 2. On the reported timing paths, the clock transition at the registers reads 90 ps. For this design, the CTS-stage hold fixing added 0 buffers. The number of clock sinks is 46.

Per the repair_timing log after CTS, setup buffers inserted total 0. Clock tree synthesis selected as its root buffer the cell clkbuf_8. Buffers inserted during clock tree synthesis total 5.

Floorplan
The top-level port count is 55. The report lists the number of standard-cell rows as 34. In this run the full chip footprint comes out at 0.0130 mm2. For this configuration, the core starts out at a cell density of 20.3%. After floorplanning, the core was sized to cover 0.00868 mm2. The die is 114 um tall.

According to the floorplan report, the die width is 114 um.

GRT
The number of antenna violations at the first check in global routing is 0. Routing resource usage on met1 recorded by global route was 6.71%. The via count of the first global-routing pass is 1227.

met2 is the most crowded layer. Per the GRT congestion report, total overflow comes to 0. For met2 alone, demand over resource in global routing was 9.38%.

The first global-routing pass estimated 5.94 mm of wire. Global routing used 5.49% of the available tracks across all layers. The global-route met3 utilization is 1.70%. Entering global routing, the biggest net connects 18 pins.

Drt
The post-detailed-routing wire length is 3.67 mm. The detailed-routing iteration count for the pre-antenna-repair pass is 4. The average vias per placed instance is 3.86.

The total inserted antenna cells is 0. The DRC violation count after routing is 0. For this block, the initial DRC count from the detailed router was 33. The number of nets with antenna violations after routing is 0.

After detailed routing, the average wire length per cell comes to 11.8 um. The routed layout has 1201 vias.

Timing
For reference, the final report shows the hold violation count at 0. Measured against its own limit, the worst slew margin works out to 74.5%. Max-slew check failures listed in the final report amount to 0. Across the routed clock network, the largest skew measured is 60.3 ps.

The last timing report of the flow puts the setup violation total at 0. The total negative setup slack is 0 ps. Setup repair after global routing left no endpoint under its margin.

The transition time at the pin with the least slew margin is 380 ps. Hold is met by 414 ps.

Run
The tool warning count for the run is 35. The number of maximum-capacitance violations is 0.

Min path
Counting instances, the worst hold path has a depth of 1. The endpoint with the worst hold slack is href_last. Note that the worst hold path type here is register to register. For the worst min-delay path, the startpoint reported by OpenROAD is href_last.

Place
In the placement report, post-DP HPWL is listed as 2.84 mm. The count of buffers added on input and output ports is 54. The weighted congestion at the end of routability-driven global placement is 0.785.

Layout
Per the run report, area growth between synthesis and finish was 37.7%. The number of flip-flops under the largest register name is 19. The area taken by flip-flops and latches is 0.00107 mm2. The combinational cell area excluding buffers and inverters is 478 um2.

Cells with a size suffix above 1 make up 7.88% of the layout. The count of filler cells inserted in the layout is 901.
[through the flow]
step	power [mW]	util [%]	instances	instance area [um2]	worst slack, ps
CTS	1.15	28.0	311	2430	534
global placement	0.678	26.0	294	2260	522
floorplan	0.644	-	157	1760	616
global route	1.18	28.0	311	2430	443
detailed placement	0.678	26.0	294	2260	524
finish	1.13	28.0	311	2430	565
[cell families after synthesis]
kind of cell,count (synthesis),synth area share [%]
buffers and inverters,32,12.1
XOR/XNOR,8,3.97
flip-flops,46,60.8
AND/OR/NAND/NOR,51,15.4
AND-OR/OR-AND,16,5.18
adder cells (fa/ha/maj),1,0.710
multiplexers,3,1.85
[synth_stat cells (2+ instances only)]
library cell / number
dfxtp_1: 31
nor3_1: 4
xor2_1: 3
inv_1: 5
nand2_1: 6
mux2_2: 2
a31o_2: 2
or3_1: 5
o21ai_0: 5
edfxtp_1: 15
clkbuf_1: 2
nand4_1: 6
nor2b_1: 3
buf_4: 25
nor4_1: 2
a21oi_1: 8
nand3_1: 4
nor2_1: 14
xnor2_1: 5
[placed cells by master (no fill, tap or decap), types with 3 or more instances in the layout]
master and count:
nor2_1 14, a21oi_1 8, nor2b_1 3, or3_1 5, xnor2_1 5, nand2_1 6, clkdlybuf4s50_1 54, nand4_1 6
nor3_1 4, xor2_1 3, edfxtp_1 15, dfxtp_1 31, o21ai_0 5, nand3_1 4, clkbuf_8 5, inv_1 14
[routing by layer]
layer,vias up,share of wire [%]
li1,610,-
met1,553,42
met2,33,48
met3,5,8.5
met4,0,1.6
met5,-,0
[layout make-up]
type                       instances  share of cell area, %
sequential                        46                   44.1
timing repair buffer              56                   22.9
multi-input combinational         79                   19.7
tap                              108                   5.57
clock buffer                       6                   3.87
clock inverter                    12                   3.25
inverter                           4                  0.619
[power breakdown]
part / internal, mW / switching (mW)
sequential: 0.575 / 0.0120
combinational: 0.0455 / 0.0117
clock: 0.276 / 0.211
[how the worst max path moves through the flow]
stage	from	to	slack, ps	cells past startpoint
finish	latched_vsync	address[15]	570	3
global route	latched_vsync	address[15]	440	3
CTS	latched_vsync	address[15]	530	3
Power is estimated from default activity; no workload was simulated.
